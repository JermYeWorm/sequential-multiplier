<file path="design/flow/design.v">
`timescale 1ns / 1ps
module Anode_Driver(
    input reset,
    input clk_en,
    output reg [1:0] s,
    output reg [3:0] an
    );
    always @(posedge clk_en or posedge reset)
        if (reset) begin
            s <= 0;
        end
        else begin
            s <= s + 1;
        end
    always @(s)
        case (s)
            2'b00 : an = 4'b1110;
            2'b01 : an = 4'b1101;
            2'b10 : an = 4'b1011;
            2'b11 : an = 4'b0111;
        endcase
endmodule
`timescale 1ns / 1ps
module Clock_Enable(
    input clk,
    input clr,
    output reg clk_en
    );
    integer count = 0;
    always @(posedge clk or posedge clr)
        if (clr == 1) begin
            count <= 0;
            clk_en <= 0;
        end
        else if (count == 99999) begin
            count <= 0;
            clk_en <= 1;
        end
        else begin
            count <= count + 1;
            clk_en <= 0;
        end
endmodule
`timescale 1ns / 1ps
module Controller(
    input clk,
    input clr,
    input start,
    input zero, lsb_b,
    output reg en_a, ld_shift_a,
    output reg en_b, ld_shift_b,
    output reg en_p, ld_add_p
    );
    reg [2:0] pres, next;
    parameter idle = 2'b00, load = 2'b01, add = 2'b10, shift = 2'b11;
    always @(negedge clk or posedge clr) 
    begin
        if (clr == 1)
            pres <= idle;
        else
            pres <= next;
    end
    always @(*) 
    begin
        case(pres)
            idle:
                if (start)
                    next = load;
                else
                    next = idle;
            load:
                if (lsb_b)
                    next = add;
                else if (zero)
                    next = idle;
                else if (~lsb_b)
                    next = shift;
            add:
                next = shift;
            shift:
                if (lsb_b)
                    next = add;
                else if (zero)
                    next = idle;
                else if (~lsb_b)
                    next = shift;
            default next = idle;
        endcase
    end
    always @(*) 
    begin
        en_a = 0; en_b = 0; en_p = 0;
        ld_shift_a = 0; ld_shift_b = 0; ld_add_p = 0;
        case (pres)
            load:   begin
                        en_a = 1;
                        en_b = 1;
                        en_p = 1;
                    end
            add:    begin
                        ld_add_p = 1;
                        en_p = 1;
                    end
            shift:  begin
                        ld_shift_a = 1;
                        ld_shift_b = 1;
                        en_a = 1;
                        en_b = 1;
                    end
            idle:   ;
        endcase
    end
endmodule
`timescale 1ns / 1ps
module D_Latch_Reg #(parameter N = 4)(
    input wire clk,                
    input wire clr,                
    input wire en,                 
    input wire [N-1:0] d,          
    output reg [N-1:0] q           
    );
    always @(posedge clr or posedge clk) 
    begin
        if (clr)
            q = 0;
        else if (en)
            q <= d;
    end
endmodule
`timescale 1ns / 1ps
module Data_Path(
    input wire [3:0] a_in,       
    input wire [3:0] b_in,       
    input wire clk,              
    input wire clr,              
    input wire en_a,             
    input wire ld_shift_a,       
    input wire en_b,             
    input wire ld_shift_b,       
    input wire en_p,             
    input wire ld_add_p,         
    output reg [7:0] p_out,      
    output wire zero,            
    output wire lsb_b            
    );
    wire [7:0] a_d, a_q, p_d, p_q;
    wire [3:0] b_d, b_q;
    assign lsb_b = b_q[0];           
    assign zero = ~(b_q && 1);       
    always @(posedge clk) 
    begin
        if (b_q == 0)
            p_out <= p_q;
    end
    assign a_d = ld_shift_a ? (a_q << 1) : {4'b0000, a_in};
    assign b_d = ld_shift_b ? (b_q >> 1) : b_in;
    assign p_d = ld_add_p ? (a_q + p_q) : {8'b00000000};
    D_Latch_Reg #(8) a_reg (.clk(clk),
                            .clr(clr),
                            .en(en_a),
                            .d(a_d),
                            .q(a_q));
    D_Latch_Reg #(4) b_reg (.clk(clk),
                            .clr(clr),
                            .en(en_b),
                            .d(b_d),
                            .q(b_q));
    D_Latch_Reg #(8) p_reg (.clk(clk),
                            .clr(clr),
                            .en(en_p),
                            .d(p_d),
                            .q(p_q));
endmodule
`timescale 1ns / 1ps
module Display(
    input clk,
    input clr,
    input [3:0] dig1,
    input [3:0] dig2,
    input [3:0] dig3,
    input [3:0] dig4,
    output [3:0] an,
    output [6:0] ca
    );
    wire clk_en;
    wire [1:0] s;
    reg [3:0] x;
    Clock_Enable clock(.clk(clk),
                       .clr(clr),
                       .clk_en(clk_en) );
    Anode_Driver an_drive(.clk_en(clk_en),
                          .reset(clr),
                          .s(s),
                          .an(an) );
    Hex_To_Sev_Seg hex_decoder(.x(x),
                               .ca(ca) );
    always @(s)
        case (s)
            2'b00 : x <= dig4;  
            2'b01 : x <= dig3;
            2'b10 : x <= dig2;
            2'b11 : x <= dig1;  
        endcase
endmodule
`timescale 1ns / 1ps
module Hex_To_Sev_Seg(
    input [3:0] x,
    output reg [6:0] ca
    );
    always @(x) begin
        case (x)                 
            0  : ca = 7'b0000001;   
            1  : ca = 7'b1001111;   
            2  : ca = 7'b0010010;   
            3  : ca = 7'b0000110;   
            4  : ca = 7'b1001100;   
            5  : ca = 7'b0100100;   
            6  : ca = 7'b0100000;   
            7  : ca = 7'b0001111;   
            8  : ca = 7'b0000000;   
            9  : ca = 7'b0000100;   
            10 : ca = 7'b0001000;   
            11 : ca = 7'b1100000;   
            12 : ca = 7'b0110001;   
            13 : ca = 7'b1000010;   
            14 : ca = 7'b0110000;   
            15 : ca = 7'b0111000;   
            default : ca = 7'b1111111;       
        endcase
    end
endmodule
`timescale 1ns / 1ps
module Seq_Mult(
    input clk,
    input clr,
    input start,
    input [3:0] a,
    input [3:0] b,
    output [7:0] p
    );
    wire zero, lsb_b;
    wire en_a, ld_shift_a,
         en_b, ld_shift_b,
         en_p, ld_add_p;
    Controller controller (.clk(clk),
                           .clr(clr),
                           .start(start),
                           .zero(zero),
                           .lsb_b(lsb_b),
                           .en_a(en_a),
                           .en_b(en_b),
                           .en_p(en_p),
                           .ld_shift_a(ld_shift_a),
                           .ld_shift_b(ld_shift_b),
                           .ld_add_p(ld_add_p));
    Data_Path data_path (.clk(clk),
                         .clr(clr),
                         .a_in(a),
                         .b_in(b),
                         .en_a(en_a),
                         .ld_shift_a(ld_shift_a),
                         .en_b(en_b),
                         .ld_shift_b(ld_shift_b),
                         .en_p(en_p),
                         .ld_add_p(ld_add_p),
                         .p_out(p),
                         .zero(zero),
                         .lsb_b(lsb_b));
endmodule
`timescale 1ns / 1ps
module Seq_Mult_Display(
    input clk,
    input clr,
    input start,
    input [3:0] a,
    input [3:0] b,
    output [3:0] an,
    output [6:0] ca
    );
    wire [7:0] p;
    Seq_Mult multiplier (.clk(clk),
                         .clr(clr),
                         .start(start),
                         .a(a),
                         .b(b),
                         .p(p));
    Display display (.clk(clk),
                     .clr(clr),
                     .dig1(a),
                     .dig2(b),
                     .dig3(p[7:4]),
                     .dig4(p[3:0]),
                     .an(an),
                     .ca(ca));
endmodule
</file>
<file path="design/flow/run.sh">
#!/bin/bash
# OpenROAD 26Q1-2900-gdf79404cd8, Yosys 0.63+post, stock flow scripts
make -C /OpenROAD-flow-scripts/flow DESIGN_CONFIG=/design/flow/config.mk WORK_HOME=/design/flow/orfs finish
</file>
<file path="design/flow/config.mk">
export PLATFORM = sky130hd
export DESIGN_NAME = Seq_Mult_Display
export DESIGN_NICKNAME = Seq_Mult_Display
export VERILOG_FILES = /design/flow/design.v
export SDC_FILE = /design/flow/constraint.sdc
export NUM_CORES = 4
export LEC_CHECK = 1
export CORE_UTILIZATION = 50
</file>
<file path="design/flow/constraint.sdc">
current_design Seq_Mult_Display

set clk_period 5.4
set clk_io_pct 0.2

create_clock -name clk0 -period $clk_period [get_ports {clk}]

set non_clock_inputs [all_inputs -no_clocks]
set_input_delay [expr $clk_period * $clk_io_pct] -clock clk0 $non_clock_inputs
set_output_delay [expr $clk_period * $clk_io_pct] -clock clk0 [all_outputs]
</file>
==> flow_metrics.tcl <==
# flow metrics
set metrics [dict create \
    setup_viol 0 \
    grt_overflow 0 \
    ys_sh_aoi_pct 9.18 \
    die_w_um 85.5 \
    cts_resized 0 \
    mux_share_pct 3.16 \
    dieHeight_um 85.5 \
    routed_via_density 5.44 \
    num_rows 30 \
    reg2reg_depth 4 \
    htree_levels 3 \
    place_inst 424 \
    ys_sh_simple_pct 18.4 \
    rsz0062_at_grt "false" \
    reg2reg_slack_ps 990 \
    ctsHoldBuffers 0 \
    fin_hold_ws_ps 469 \
    syn_inst 327 \
    cts_tree "yes" \
    cts_setup_buffers 0 \
    largest_area_cell "dfrtp_1" \
    gp_congestion 0.810 \
    start_kind "input port" \
    vdd_ir_drop_max_mv 0.269 \
    area_growth_pct 14.1 \
    post-route-period-util_pct 83.9 \
    hp-start "display.clock.count[31]" \
    clock-root-buffer "clkbuf_8" \
    drtIter0Drc 155 \
    synth-xor-area-share_pct 8.54 \
    grt_max_degree 51 \
    yosys_cells 327 \
    leakagePower_nw 1.82 \
    wl_per_cell_um 14.8 \
    p_per_area_mw_per_mm2 416 \
    worst_pin_slew_ps 835 \
    cp-end-kind "output port" \
    fp_util_pct 51.6 \
    drt_pass1_iterations 4 \
    synthArstFlopShare_pct 85.1 \
    logic_family "simple AND/OR/NAND/NOR gates" \
    topCellsByArea "dfrtp_1 (39%), ha_1 (7.9%), edfxtp_1 (6.9%)" \
    diodes 0 \
    portBuffers 21 \
    grt.total_usage_pct 19.9 \
    clock.fmax_mhz 221 \
    io_pins 22 \
    rr_startpoint "multiplier.controller.pres[0]" \
    flop_cell "dfrtp_1" \
    fin_crit_ps 4530 \
    die-area_mm2 0.00731 \
    postSynthAreaPerCell_um2 10.7 \
    worstPathMaxFanout 7 \
    cap_violations 0 \
    ys.flops 67 \
    mappedNetlistArea_mm2 0.00349 \
    slew_headroom_pct 43.7 \
    drive_above_1_share_pct 8.08 \
    arrival_ps 3450 \
    remaining_drc_errors 0 \
    hold_depth 1 \
    fa_ha_area_share_pct 8.46 \
    yosysWarnings 8 \
    setup_tns_ps 0 \
    edf_count 8 \
    clock.latency.late_pin_ps 350 \
    critical_path_class "in -> out" \
    worstReg2RegEnd "multiplier.data_path.p_reg.q[7]" \
    status "completed" \
    place_hpwl_um 4650 \
    cts_inserted_buffers 9 \
    core_mm2 0.00676 \
    grt_antenna_before_repair 0 \
    final_antenna_net_count 0 \
    hold_path_class "reg -> reg" \
    netlist.area_leader.share_pct 39.5 \
    untimed_endpoints 8 \
    unclocked_regs 4 \
    wl_um 6490 \
    dr_total_vias 2390 \
    hold_violations 0 \
    grt_pass1_vias 2233 \
    fin_skew_ps 23.8 \
    ys_types 49 \
    warnings 36 \
    ys_chip_area_mm2 0.00349 \
    final-instance-count-excl-fill 439 \
    max-clock-path-buffers 2 \
    grt_pass1_wl_um 10900 \
    hold_end "display.clock.count[31]" \
    slew_violations 0 \
    clk_pin_slew_ps 60 \
    crit_required_ps 4320 \
]
worst max-delay path by stage:
stage         start  endpoint  slack, ps  depth (start not counted)
CTS            b[0]     ca[1]        870                         10
global route   b[0]     ca[3]        610                         10
finish         b[0]     ca[1]        870                         10
synthesized netlist by cell type, drive strengths merged (3+ instances only):
library cell / number
edfxtp: 8
a22o: 8
nand2: 26
xor2: 15
a21oi: 8
nor3: 7
nand3: 17
and3: 6
inv: 23
mux2i: 11
dfrtp: 55
nand4: 8
a222oi: 4
a21o: 4
clkbuf: 6
nor2b: 6
nor2: 22
nand2b: 3
o22ai: 7
nor4: 6
ha: 22
xnor2: 19
o21ai: 13
layer usage:
layer	track usage [%]	vias to the layer above	wire (µm)
li1	-	1208	-
met1	36.1	1118	3330
met2	27.0	57	2710
met3	4.39	7	361
met4	1.97	0	83
met5	0	-	0
critical path: stages:
cell,delay (ps)
clkdlybuf4s50_1,430
a222oi_1,350
nand2_1,80
o21ai_0,320
inv_1,160
ha_1,260
nand2_1,80
o21ai_0,100
a22o_1,210
clkdlybuf4s50_1,390
layout by cell type, fill, tap and decap left out, types with 8 or more instances in the layout:
cell / n
a21oi_1: 8
a22o_1: 8
clkbuf_8: 10
clkdlybuf4s50_1: 21
dfrtp_1: 55
edfxtp_1: 8
ha_1: 22
inv_1: 22
mux2i_1: 11
nand2_1: 26
nand3_1: 14
nor2_1: 21
o21ai_0: 13
xnor2_1: 19
xor2_1: 15
power by group:
group	internal [mW]	switching (mW)	total [mW]
registers	0.601	0.0775	0.678
logic	0.280	0.296	0.576
clock network	0.222	0.178	0.400
cell families (layout without fill, tap and decap cells):
family	after synthesis	in the layout
buffers and inverters	31	62
latches	2	2
AND-OR/OR-AND	48	48
adder cells (fa/ha/maj)	23	23
other	1	2
XOR/XNOR	34	34
flip-flops	65	65
AND/OR/NAND/NOR	112	112
multiplexers	11	11
through the flow:
step	total power [mW]	setup slack, ps	util (%)	instance area [µm²]
detailed placement	1.26	634	56.1	3790
global route	1.78	605	58.9	3980
floorplan	1.05	323	-	3490
finish	1.65	868	58.9	3980
CTS	1.67	869	58.9	3980
global placement	1.26	630	56.1	3790
state kept, by name, indices dropped and copies added, names as in the netlist:
signal	flops
display.clock.count	32
multiplier.data_path.a_reg.q	8
multiplier.data_path.p_out	8
multiplier.data_path.p_reg.q	8
multiplier.data_path.b_reg.q	4
display.an_drive.s	2
multiplier.controller.next	2
multiplier.controller.pres	2
display.clock.clk_en	1
area by class of cell:
| class | count | area [µm²] |
|---|---|---|
| Clock buffer | 11 | 141 |
| Clock inverter | 4 | 46.3 |
| Fill cell | 552 | 2780 |
| Timing Repair Buffer | 24 | 233 |
| Multi-Input combinational cell | 230 | 1680 |
| Tap cell | 80 | 100 |
| Inverter | 23 | 86.3 |
| Sequential cell | 67 | 1700 |
Power figures rest on the tool's default switching activity, not on a simulated workload.
