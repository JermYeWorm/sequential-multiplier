[design/flow/design.v]
`timescale 1ns / 1ps
module Full_Adder(
    output sum, c_out,
    input a, b, c_in
    );
    wire s1, c_out1, c_out2;
    Half_Adder HA1(s1, c_out1, a, b);
    Half_Adder HA2(sum, c_out2, s1, c_in);
    assign c_out = c_out1 || c_out2;
endmodule
`timescale 1ns / 1ps
module Half_Adder(
    output sum, c_out,
    input a, b
    );
    assign sum = a ^ b;
    assign c_out = a & b;
endmodule
`timescale 1ns / 1ps
module ripple_adder #(parameter N = 8)(
    input [N-1:0] a, 
    input [N-1:0] b,
    input c_in,
    output c_out,
    output [N-1:0] sum
    );
    wire [N-2:0] c;      
    Full_Adder FA0(.sum(sum[0]), .c_out(c[0]), .a(a[0]), .b(b[0]), .c_in(c_in));
    Full_Adder FAN(.sum(sum[N-1]), .c_out(c_out), .a(a[N-1]), .b(b[N-1]), .c_in(c[N-2]));
    genvar i;
    generate
        for (i = 1; i < (N-1); i = i + 1) begin
            Full_Adder FA(.sum(sum[i]), .c_out(c[i]), .a(a[i]), .b(b[i]), .c_in(c[i-1]));
        end
    endgenerate
endmodule
[design/flow/run.sh]
#!/bin/bash
# OpenROAD 26Q1-2900-gdf79404cd8, Yosys 0.63+post, stock flow scripts
make -C /OpenROAD-flow-scripts/flow DESIGN_CONFIG=/design/flow/config.mk WORK_HOME=/design/flow/orfs finish
[design/flow/config.mk]
export PLATFORM = sky130hd
export DESIGN_NAME = ripple_adder
export DESIGN_NICKNAME = ripple_adder
export VERILOG_FILES = /design/flow/design.v
export SDC_FILE = /design/flow/constraint.sdc
export NUM_CORES = 4
export LEC_CHECK = 1
export CORE_AREA = 10 10 70 70
export DIE_AREA = 0 0 80 80
[design/flow/constraint.sdc]
current_design ripple_adder

set clk_period 7.7
set clk_io_pct 0.2

create_clock -name clk0 -period $clk_period

set non_clock_inputs [all_inputs -no_clocks]
set_input_delay [expr $clk_period * $clk_io_pct] -clock clk0 $non_clock_inputs
set_output_delay [expr $clk_period * $clk_io_pct] -clock clk0 [all_outputs]
==> report_table.html <==
<h2>Synthesis and place &amp; route</h2>
<table>
<tr><th>Metric</th><th>Value</th></tr>
<tr><th colspan="2">Clock network</th></tr>
<tr><td>Post-CTS setup-driven buffer insertion count</td><td>0</td></tr>
<tr><td># hold bufs at CTS</td><td>0</td></tr>
<tr><td>Post-cts resize count</td><td>0</td></tr>
<tr><th colspan="2">Worst setup path</th></tr>
<tr><td>Max stage delay cell, worst path</td><td>clkdlybuf4s50_1</td></tr>
<tr><td>Data arrival, critical path</td><td>5.52 ns</td></tr>
<tr><td>Worst path max stage delay</td><td>0.47 ns</td></tr>
<tr><td>Critical path's most frequent cell</td><td>fa_1</td></tr>
<tr><td>Data required time of the critical path</td><td>6.16 ns</td></tr>
<tr><td>CP Capture Type</td><td>output port</td></tr>
<tr><td>Critical-path cell list</td><td>clkdlybuf4s50_1 -&gt; inv_1 -&gt; fa_1 -&gt; inv_1 -&gt; fa_1 -&gt; fa_1 -&gt; fa_1 -&gt; fa_1 -&gt; fa_1 -&gt; fa_1 -&gt; inv_1 -&gt; fa_1 -&gt; inv_1 -&gt; clkdlybuf4s50_1</td></tr>
<tr><td>Critical Setup Path Class</td><td>in2out</td></tr>
<tr><td>Type of element launching the critical path</td><td>primary input</td></tr>
<tr><td>Crit path max fanout</td><td>1</td></tr>
<tr><th colspan="2">Synth</th></tr>
<tr><td>Fraction of the mapped netlist area in simple logic gates</td><td>0</td></tr>
<tr><td>Adder and majority cell fraction of the synthesized area</td><td>0.621</td></tr>
<tr><td>Share of synthesized area spent on multiplexers</td><td>0</td></tr>
<tr><td>Compound-cell area share of the yosys netlist</td><td>0</td></tr>
<tr><td>Post-synthesis area per instance</td><td>9.91 um2</td></tr>
<tr><td>Post-Synthesis Cells</td><td>26</td></tr>
<tr><td>Synth warn</td><td>0</td></tr>
<tr><td>Fraction of synthesized cell area in xor and xnor cells</td><td>0</td></tr>
<tr><td>Summed instance area of the synthesized netlist</td><td>258 um2</td></tr>
<tr><td>Number of distinct library cell variants in the gate-level netlist after synthesis</td><td>3</td></tr>
<tr><td>Top logic cell family in the synthesized netlist</td><td>adder cells</td></tr>
<tr><td>Proportion of synthesized chip area in sequential cells</td><td>0</td></tr>
<tr><td>Number of cells in Yosys stat</td><td>26</td></tr>
<tr><td>Chip area line of the yosys report</td><td>258 um2</td></tr>
<tr><th colspan="2">STA</th></tr>
<tr><td>Worst slew pin tran</td><td>0.0915 ns</td></tr>
<tr><td>Final setup violation count</td><td>0</td></tr>
<tr><td>Total negative slack</td><td>0 ns</td></tr>
<tr><td>Pins over their slew limit</td><td>0</td></tr>
<tr><td>Post-route fraction of the period consumed by the critical path</td><td>0.917</td></tr>
<tr><td>Final Critical Period</td><td>7.06 ns</td></tr>
<tr><td>Worst slew margin relative to its limit</td><td>0.939</td></tr>
<tr><td>Number of hold violations in the final report</td><td>0</td></tr>
<tr><td>Fmax achieved</td><td>0.142 GHz</td></tr>
<tr><td>RSZ-0062 raised after global routing</td><td>no</td></tr>
<tr><th colspan="2">Drt</th></tr>
<tr><td>Routed WL per cell</td><td>8.30 um</td></tr>
<tr><td>Via Count</td><td>213</td></tr>
<tr><td>Drt drc</td><td>0</td></tr>
<tr><td>Diodes inserted</td><td>0</td></tr>
<tr><td>Via-to-Cell Ratio</td><td>2.37</td></tr>
<tr><td>DRT iter0 DRCs</td><td>1</td></tr>
<tr><td>Post-Route WL</td><td>747 um</td></tr>
<tr><td>Drt pass-1 iters</td><td>2</td></tr>
<tr><td>Remaining antenna violation count after routing</td><td>0</td></tr>
<tr><th colspan="2">Die</th></tr>
<tr><td>Vertical die dimension</td><td>80 um</td></tr>
<tr><td>Horizontal extent of the die</td><td>80 um</td></tr>
<tr><td>FP Core Util</td><td>0.0755</td></tr>
<tr><td>Total Die Area</td><td>6400 um2</td></tr>
<tr><td>Core outline area</td><td>3420 um2</td></tr>
<tr><td>Num rows</td><td>21</td></tr>
<tr><td>I/O pin total</td><td>26</td></tr>
<tr><th colspan="2">Layout</th></tr>
<tr><td>Comb area</td><td>160 um2</td></tr>
<tr><td>Tally of filler cells in the layout</td><td>390</td></tr>
<tr><td>Layout sequential cell count</td><td>0</td></tr>
<tr><td>Tally of clock buffers in the finished layout</td><td>0</td></tr>
<tr><td>Sequential standard cell area</td><td>0 um2</td></tr>
<tr><td>Fraction of final layout cells sized beyond drive strength 1</td><td>0</td></tr>
<tr><td>Area overhead of the layout relative to synthesis</td><td>100%</td></tr>
<tr><th colspan="2">Placed design</th></tr>
<tr><td>HPWL Detailed</td><td>748 um</td></tr>
<tr><td>I/O Buffers</td><td>26</td></tr>
<tr><td>Routability congestion estimate</td><td>0.856</td></tr>
<tr><th colspan="2">GRT</th></tr>
<tr><td>Via count of the first global-routing pass</td><td>246</td></tr>
<tr><td>Total congestion overflow after global routing</td><td>0</td></tr>
<tr><td>Initial antenna violation count</td><td>0</td></tr>
<tr><td>Combined global-route utilization of all metal layers</td><td>0.0235</td></tr>
<tr><td>Pin count of the biggest net entering global routing</td><td>2</td></tr>
<tr><td>Global-route wire length before repair</td><td>1210 um</td></tr>
<tr><th colspan="2">Hold path</th></tr>
<tr><td>Hold Path Depth</td><td>5</td></tr>
<tr><td>Hold WC Path Type</td><td>in2out</td></tr>
<tr><th colspan="2">Status</th></tr>
<tr><td>Run status</td><td>finished, final reports clean</td></tr>
<tr><th colspan="2">Power and ir drop</th></tr>
<tr><td>Power consumption</td><td>0.0000351 W</td></tr>
<tr><td>Reg power frac</td><td>0</td></tr>
<tr><td>Power spent charging and discharging nets</td><td>0.00000911 W</td></tr>
<tr><td>Internal power consumption</td><td>0.0000260 W</td></tr>
<tr><td>Leakage</td><td>0.213 nW</td></tr>
<tr><td>Clock Power Share</td><td>0</td></tr>
<tr><td>Maximum VDD drop</td><td>0.0205 mV</td></tr>
<tr><td>Cell area power density</td><td>68.1 nW/um2</td></tr>
<tr><td>Gate power share</td><td>1.000</td></tr>
<tr><td>Switch share</td><td>0.259</td></tr>
<tr><th colspan="2">Job</th></tr>
<tr><td>OpenROAD warning count</td><td>32</td></tr>
<tr><td>Number of violations of the max-capacitance limit</td><td>0</td></tr>
</table>
-- metal layers --
metal | GRT usage | wire, um | up-vias
li1 | - | - | 96
met1 | 0.0356 | 356 | 92
met2 | 0.0273 | 200 | 25
met3 | 0.0159 | 191 | 0
met4 | 0 | 0 | 0
met5 | 0 | 0 | -
-- final cells by class --
class                      instances  area share
multi-input combinational          8       0.311
inverter                          10      0.0728
tap                               46       0.112
timing repair buffer              26       0.505
-- cell usage in the layout, fill, tap and decap left out --
| cell type | netlist | routed |
|---|---|---|
| inv_1 | 10 | 10 |
| clkdlybuf4s50_1 | 0 | 26 |
| fa_1 | 8 | 8 |
-- cell usage after synthesis --
master  instances  area share
inv_1          10        0.15
buf_4           8        0.23
fa_1            8        0.62
-- metrics by stage --
step | instance area, um2 | utilization | cells | hold WS (ns) | setup WS (ns)
floorplan | 258 | - | 26 | 3.30 | 1.52
global placement | 515 | 0.151 | 90 | 4.14 | 0.615
detailed placement | 515 | 0.151 | 90 | 4.14 | 0.581
CTS | 515 | 0.151 | 90 | 4.15 | 0.591
global route | 515 | 0.151 | 90 | 4.21 | 0.432
finish | 515 | 0.151 | 90 | 4.14 | 0.638
-- power groups by stage --
| stage | sequential (W) | combinational [W] | clock (W) |
|---|---|---|---|
| final | 0 | 0.0000351 | 0 |
| after global routing | 0 | 0.0000408 | 0 |
| after CTS | 0 | 0.0000366 | 0 |
-- critical path: cells and delay by family --
kind                     cells  cell delay [ns]
adder cells (fa/ha/maj)      8             2.87
buffers and inverters        6             1.13
-- logic make-up (layout without fill, tap and decap cells) --
group / Yosys count / in the layout
adders and majority gates: 8 / 8
buffers and inverters: 18 / 36
-- worst paths after layout --
| check | to | from |
|---|---|---|
| worst max-delay path | sum[7] | a[0] |
| worst min-delay path | sum[0] | b[0] |
Power is estimated from default activity; no workload was simulated.
