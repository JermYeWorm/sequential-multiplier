==> flow/design.v <==
`timescale 1ns / 1ps
module Controller(
    input clk,
    input clr,
    input start,
    input zero, lsb_b,
    output reg en_a, ld_shift_a,
    output reg en_b, ld_shift_b,
    output reg en_p, ld_add_p
    );
    reg [2:0] pres, next;
    parameter idle = 2'b00, load = 2'b01, add = 2'b10, shift = 2'b11;
    always @(negedge clk or posedge clr) 
    begin
        if (clr == 1)
            pres <= idle;
        else
            pres <= next;
    end
    always @(*) 
    begin
        case(pres)
            idle:
                if (start)
                    next = load;
                else
                    next = idle;
            load:
                if (lsb_b)
                    next = add;
                else if (zero)
                    next = idle;
                else if (~lsb_b)
                    next = shift;
            add:
                next = shift;
            shift:
                if (lsb_b)
                    next = add;
                else if (zero)
                    next = idle;
                else if (~lsb_b)
                    next = shift;
            default next = idle;
        endcase
    end
    always @(*) 
    begin
        en_a = 0; en_b = 0; en_p = 0;
        ld_shift_a = 0; ld_shift_b = 0; ld_add_p = 0;
        case (pres)
            load:   begin
                        en_a = 1;
                        en_b = 1;
                        en_p = 1;
                    end
            add:    begin
                        ld_add_p = 1;
                        en_p = 1;
                    end
            shift:  begin
                        ld_shift_a = 1;
                        ld_shift_b = 1;
                        en_a = 1;
                        en_b = 1;
                    end
            idle:   ;
        endcase
    end
endmodule
`timescale 1ns / 1ps
module D_Latch_Reg #(parameter N = 4)(
    input wire clk,                
    input wire clr,                
    input wire en,                 
    input wire [N-1:0] d,          
    output reg [N-1:0] q           
    );
    always @(posedge clr or posedge clk) 
    begin
        if (clr)
            q = 0;
        else if (en)
            q <= d;
    end
endmodule
`timescale 1ns / 1ps
module Data_Path(
    input wire [3:0] a_in,       
    input wire [3:0] b_in,       
    input wire clk,              
    input wire clr,              
    input wire en_a,             
    input wire ld_shift_a,       
    input wire en_b,             
    input wire ld_shift_b,       
    input wire en_p,             
    input wire ld_add_p,         
    output reg [7:0] p_out,      
    output wire zero,            
    output wire lsb_b            
    );
    wire [7:0] a_d, a_q, p_d, p_q;
    wire [3:0] b_d, b_q;
    assign lsb_b = b_q[0];           
    assign zero = ~(b_q && 1);       
    always @(posedge clk) 
    begin
        if (b_q == 0)
            p_out <= p_q;
    end
    assign a_d = ld_shift_a ? (a_q << 1) : {4'b0000, a_in};
    assign b_d = ld_shift_b ? (b_q >> 1) : b_in;
    assign p_d = ld_add_p ? (a_q + p_q) : {8'b00000000};
    D_Latch_Reg #(8) a_reg (.clk(clk),
                            .clr(clr),
                            .en(en_a),
                            .d(a_d),
                            .q(a_q));
    D_Latch_Reg #(4) b_reg (.clk(clk),
                            .clr(clr),
                            .en(en_b),
                            .d(b_d),
                            .q(b_q));
    D_Latch_Reg #(8) p_reg (.clk(clk),
                            .clr(clr),
                            .en(en_p),
                            .d(p_d),
                            .q(p_q));
endmodule
`timescale 1ns / 1ps
module Seq_Mult(
    input clk,
    input clr,
    input start,
    input [3:0] a,
    input [3:0] b,
    output [7:0] p
    );
    wire zero, lsb_b;
    wire en_a, ld_shift_a,
         en_b, ld_shift_b,
         en_p, ld_add_p;
    Controller controller (.clk(clk),
                           .clr(clr),
                           .start(start),
                           .zero(zero),
                           .lsb_b(lsb_b),
                           .en_a(en_a),
                           .en_b(en_b),
                           .en_p(en_p),
                           .ld_shift_a(ld_shift_a),
                           .ld_shift_b(ld_shift_b),
                           .ld_add_p(ld_add_p));
    Data_Path data_path (.clk(clk),
                         .clr(clr),
                         .a_in(a),
                         .b_in(b),
                         .en_a(en_a),
                         .ld_shift_a(ld_shift_a),
                         .en_b(en_b),
                         .ld_shift_b(ld_shift_b),
                         .en_p(en_p),
                         .ld_add_p(ld_add_p),
                         .p_out(p),
                         .zero(zero),
                         .lsb_b(lsb_b));
endmodule
`timescale 1ns / 1ps
module Seq_Mult_Delay(
    input clk,
    input clr,
    input x,             
    output [7:0] p       
    );
    wire [3:0] a = {x, x, x, x};
    wire [3:0] b = {1'b1, 1'b1, 1'b1, 1'b1};
    wire start;
    assign start = 1;
    Seq_Mult multiplier (.clk(clk),
                         .clr(clr),
                         .start(start),
                         .a(a),
                         .b(b),
                         .p(p));
endmodule
==> flow/run.sh <==
#!/bin/bash
# OpenROAD 26Q1-2900-gdf79404cd8, Yosys 0.63+post, stock flow scripts
make -C /OpenROAD-flow-scripts/flow DESIGN_CONFIG=/design/flow/config.mk WORK_HOME=/design/flow/orfs finish
==> flow/config.mk <==
export PLATFORM = sky130hd
export DESIGN_NAME = Seq_Mult_Delay
export DESIGN_NICKNAME = Seq_Mult_Delay
export VERILOG_FILES = /design/flow/design.v
export SDC_FILE = /design/flow/constraint.sdc
export NUM_CORES = 4
export LEC_CHECK = 1
export CORE_AREA = 10 10 111 111
export DIE_AREA = 0 0 121 121
==> flow/constraint.sdc <==
current_design Seq_Mult_Delay

set clk_period 2.5
set clk_io_pct 0.2

create_clock -name clk0 -period $clk_period [get_ports {clk}]

set non_clock_inputs [all_inputs -no_clocks]
set_input_delay [expr $clk_period * $clk_io_pct] -clock clk0 $non_clock_inputs
set_output_delay [expr $clk_period * $clk_io_pct] -clock clk0 [all_outputs]
==> run notes <==
Flow results are below.

- The flow ran to the end, but the final reports show violations.
- The checks that failed: negative setup slack.
- The required time reported for the critical path endpoint is 1390 ps, for reference.
- The synthesis stat section lists a flop and latch total of 32.
- The number of hold violations in the final report is 0, for reference.
- Entering global routing, the biggest net connects 15 pins.
- The synthesized cell area is 1470 um2, for reference.
- The kind of capture point of the worst setup path is a flip-flop, for reference.
- The antenna diode instance count is 0, for reference.
- The top flip-flop cell by instance count after synthesis is sky130_fd_sc_hd__dfrtp_1, for reference.
- The placer's final routability congestion estimate is 0.791, for reference.
- Recorded from the global router log, the overflow total was 0.
- The estimated wirelength of the detail-placed design is 1860 um, for reference.
- The chip width is 121 um, for reference.
- TritonCTS created 5 clock buffers.
- The ratio of cells with drive above 1 in the final layout is 28.4%, for reference.
- The setup skew after layout is 9.49 ps, for reference.
- The leakage power is 0.870 nW, for reference.
- In the setup report, the worst path falls into the class flip-flop to flip-flop.
- The post-synthesis instance total is 129, for reference.
- The total I/O pin count is 11, for reference.
- The largest fanout on the critical path is 5, for reference.
- The worst reg2reg path depth is 4, for reference.
- The number of cells in the design after placement is 276, for reference.
- After layout, the worst setup slack is -299 ps.
- The total global-route track usage is 3.78%, for reference.
- The first detailed-routing pass took 4 iterations.
- The worst setup slack after placement is -421 ps, for reference.
- The data arrival time of the critical path is 1690 ps, for reference.
- In this run the full chip footprint comes out at 14600 um2.
- The quantity of I/O buffers inserted on ports is 10, for reference.
- Looking at the clock tree report, the maximum root-to-sink buffer count equals 2.
- The post-CTS hold buffer count recorded in the log is 0.
- The count of nets left with antenna violations once routing finished came out at 0.
- The chip area from the yosys synthesis statistics is 1470 um2, for reference.
- The global-route wire length before repair is 4620 um, for reference.
- Total power normalized to cell area comes to 500 nW/um2.
- The OpenROAD warning count is 31, for reference.
- Max-slew check failures listed in the final report amount to 0.
- For this run, the detailed router reports a per-instance via density of 3.50.
- The timer found 2 register pins that no clock reaches; their paths are not timed.
- The maximum level of the CTS H-tree is 2, for reference.
- Per the log, the first TritonRoute iteration ended with a DRC count of 23.
- The min-delay analysis places its worst path in the category flip-flop to flip-flop.
- Setup repair after global routing could not meet its margin everywhere.
- The synthesis log from Yosys contains 4 warnings.
- The count of library flops with an enable pin is 8, for reference.
- The final cell count without fillers is 295, for reference.
- The worst ir drop on vdd is 163 uV, for reference.
- The area growth from synthesis to layout is 43.8%, for reference.
- Per the finish-stage timing summary, setup violations number 11.
- The routed layout has 1033 vias.
- The tree is rooted in a sky130_fd_sc_hd__clkbuf_8.
- The max-cap violation count is 0, for reference.
- After synthesis, the share of flip-flops with an asynchronous set or reset is 68.8%.
- The clock tree from TritonCTS is built, for reference.
- At the later pin of the worst-skew pair, clock insertion delay measures 290 ps.
- The core area is 9860 um2, for reference.
- The number of global-route vias before repair is 946, for reference.
- The chip height is 121 um, for reference.
- 2 endpoints have no timing constraint.
- The worst setup path is launched from a flip-flop.
- The number of antenna violations at the first check in global routing is 0, for reference.
- The post-synthesis area per instance is 11.4 um2, for reference.
- The clock slew seen by the registers of the worst setup and hold paths is 60 ps, for reference.
- The script logs the mean routed wire length per placed instance as 9.89 um.
- The aggregate negative setup slack is -810 ps, for reference.
- The standard-cell row count is 36, for reference.
- The DRC violation count after routing is 0, for reference.
- The number of distinct library cells after synthesis is 37, for reference.
- The synthesized netlist was found by Yosys to have 129 cells.
- The final layout report lists a filler cell count of 1022.
- Along the worst hold path, the cell count comes to 0.
- The detailed router reported a total wirelength of 2920 um.
- For this configuration, the core starts out at a cell density of 14.9%.
==> synthesized netlist by cell type, types with 3 or more instances <==
| library cell | number | share of area (%) |
|---|---|---|
| sky130_fd_sc_hd__ha_1 | 11 | 9.4 |
| sky130_fd_sc_hd__a22o_1 | 4 | 2.4 |
| sky130_fd_sc_hd__nor2b_1 | 3 | 1.3 |
| sky130_fd_sc_hd__a21oi_1 | 5 | 1.7 |
| sky130_fd_sc_hd__dfrtp_1 | 20 | 34 |
| sky130_fd_sc_hd__inv_1 | 8 | 2.0 |
| sky130_fd_sc_hd__nand2_1 | 12 | 3.1 |
| sky130_fd_sc_hd__o22ai_1 | 3 | 1.3 |
| sky130_fd_sc_hd__o21ai_0 | 10 | 3.4 |
| sky130_fd_sc_hd__nor2_1 | 8 | 2.0 |
| sky130_fd_sc_hd__nand3_1 | 3 | 1.0 |
| sky130_fd_sc_hd__xnor2_1 | 3 | 1.8 |
| sky130_fd_sc_hd__mux2i_1 | 4 | 2.7 |
| sky130_fd_sc_hd__edfxtp_1 | 8 | 16 |
==> cells in the final DEF (no fill, tap or decap), drive strengths merged, types with 4 or more instances in the layout <==
| cell | n |
|---|---|
| a21oi | 7 |
| a22o | 4 |
| buf | 16 |
| clkbuf | 9 |
| clkdlybuf4s50 | 10 |
| dfrtp | 20 |
| edfxtp | 8 |
| ha | 11 |
| inv | 8 |
| mux2i | 4 |
| nand2 | 12 |
| nor2 | 8 |
| o21ai | 11 |
==> final cells by class <==
type	instances	area, um2	share of cell area [%]
Timing Repair Buffer	28	284	13.4
Inverter	8	30.0	1.42
Clock buffer	7	86.3	4.08
Multi-Input combinational cell	86	723	34.2
Clock inverter	1	5.00	0.237
Sequential cell	32	821	38.8
Tap cell	133	166	7.87
==> path summary, 6_finish.rpt <==
path,start,end,slack (ps)
worst max-delay path,multiplier.data_path.b_reg.q[3],multiplier.controller.pres[0],-300
worst min-delay path,multiplier.data_path.p_reg.q[6],multiplier.data_path.p_out[6],480
worst max register to register,multiplier.data_path.b_reg.q[3],multiplier.controller.pres[0],-300
worst min register to register,multiplier.data_path.p_reg.q[6],multiplier.data_path.p_out[6],480
max in group asynchronous,clr,multiplier.controller.pres[1],770
min in group asynchronous,clr,multiplier.data_path.p_reg.q[0],620
==> critical path, stage by stage, from the launching register on <==
cell and delay (ps):
sky130_fd_sc_hd__dfrtp_1 420, sky130_fd_sc_hd__nor4_4 450, sky130_fd_sc_hd__clkbuf_16 240, sky130_fd_sc_hd__o31ai_4 50, sky130_fd_sc_hd__dlxtn_1 240
==> report_power, final <==
| group | internal, mW | switching, mW |
|---|---|---|
| combinational | 0.0598 | 0.0606 |
| clock | 0.222 | 0.177 |
| sequential | 0.524 | 0.0146 |
==> cell families (layout without fill, tap and decap cells) <==
family | after synthesis | after routing | synth area share, %
other cells | 1 | 2 | 0.255
fa+ha+maj | 12 | 12 | 10.7
latches | 2 | 2 | 2.04
mux | 4 | 4 | 2.72
simple gates | 31 | 31 | 9.52
flops | 30 | 30 | 53.7
buf+inv | 12 | 44 | 3.57
compound gates | 33 | 33 | 15.1
xor+xnor | 4 | 4 | 2.38
==> state kept, by name (all words and copies together), names as in the netlist <==
signal                        cells
multiplier.controller.next        2
multiplier.data_path.a_reg.q      8
multiplier.data_path.b_reg.q      4
multiplier.data_path.p_reg.q      8
multiplier.controller.pres        2
multiplier.data_path.p_out        8
==> routing by layer <==
layer	GRT usage (%)	share of wire (%)	vias up
met5	0	0	-
met4	0.830	2.6	0
met3	1.23	6.0	7
met2	5.68	43	22
met1	5.22	49	483
li1	-	-	521
==> what timing repair did <==
item                                    in CTS  in global routing
resized                                     16                  9
setup buffers                                6                  3
hold endpoints to repair                     0                  0
pin swaps                                    5                  2
endpoints found under the setup margin      18                 18
cloned                                       0                  2
==> metrics by stage <==
step / total power, mW / utilization (%) / cell area [um2] / hold slack, ps
after floorplan: 0.632 / - / 1510 / 443
after global placement: 0.655 / 18.3 / 1800 / 467
after detailed placement: 0.656 / 18.3 / 1800 / 466
after CTS: 1.07 / 20.4 / 2020 / 487
after global routing: 1.11 / 21.4 / 2120 / 490
final: 1.06 / 21.4 / 2120 / 480
Power figures rest on the tool's default switching activity, not on a simulated workload.
